## config.mk

```make
export PLATFORM = sky130hd
export DESIGN_NAME = tttg
export DESIGN_NICKNAME = tttg
export VERILOG_FILES = /design/flow/design.v
export SDC_FILE = /design/flow/constraint.sdc
export NUM_CORES = 4
export LEC_CHECK = 1
export CORE_AREA = 10 10 91 91
export DIE_AREA = 0 0 101 101
```

## constraint.sdc

```tcl
current_design tttg

set clk_period 3.7
set clk_io_pct 0.2

create_clock -name clk0 -period $clk_period [get_ports {clk}]

set non_clock_inputs [all_inputs -no_clocks]
set_input_delay [expr $clk_period * $clk_io_pct] -clock clk0 $non_clock_inputs
set_output_delay [expr $clk_period * $clk_io_pct] -clock clk0 [all_outputs]
```

## design.v

```verilog
module tttg(
     input clk,  
     input reset,  
     input play1,  
     input play2,  
     input [3:0] button,
     output wire [1:0] pos1,pos2,pos3,
     pos4,
     output wire[1:0]who, present_state 
     );
	 reg [3:0] PL_en2; 
	 reg [3:0] PL_en1;  
	 wire illegal_move;  
	 wire win;  
	 wire player_play2;  
	 wire player_play1;  
	 wire no_space;  
	 wire [1:0] next_state ;
	 position_registers position_reg_unit(
	      clk,  
	      reset,  
	      illegal_move,  
	      PL_en2[3:0],  
	      PL_en1[3:0],  
	      pos1,pos2,pos3,pos4 
	      );
	 winner_detector win_detect_unit(pos1,pos2,pos3,pos4,win, who);
	 always @ (posedge clk ) begin
		 PL_en2 <= (player_play2==1'b1) ?button: 4'b0;
		 PL_en1 <= (player_play1==1'b1) ?button: 4'b0;
	 end
	 illegal_move_detector imd_unit(
	   pos1,pos2,pos3,pos4, 
	   PL_en2[3:0], PL_en1[3:0], 
	   illegal_move
	   );
	nospace_detector nsd_unit(
	   pos1,pos2,pos3,pos4,
	   no_space
	    ); 
	currentstate cs (clk, next_state, present_state, reset);
	output_controller oc (present_state,player_play2, player_play1  );
	state_controller sc (play1,play2, illegal_move, no_space, win,present_state,next_state);
     endmodule
module position_registers(
      input clk,  
      input reset,  
      input illegal_move,  
      input [3:0] PL_en2,  
      input [3:0] PL_en1,  
      output reg[1:0] pos1,pos2,pos3,pos4 
      );
		always @(posedge clk or posedge reset)
			begin
				if(reset) 
					pos1 <= 2'b00;
				else begin
					if(illegal_move==1'b1)
						pos1 <= pos1; 
					else if(PL_en2[0]==1'b1)
						pos1 <= 2'b10;  
					else if (PL_en1[0]==1'b1)
						pos1 <= 2'b01; 
					else 
						pos1 <= pos1; 
				end 
			end 
		always @(posedge clk or posedge reset)
			begin
				if(reset) 
					pos2 <= 2'b00;
				else begin
					if(illegal_move==1'b1)
						pos2 <= pos2; 
					else if(PL_en2[1]==1'b1)
						pos2 <= 2'b10;  
					else if (PL_en1[1]==1'b1)
						pos2 <= 2'b01; 
					else 
						pos2 <= pos2; 
				end 
			end 
		always @(posedge clk or posedge reset)
			begin
			if(reset) 
				pos3 <= 2'b00;
			else begin
				if(illegal_move==1'b1)
					pos3 <= pos3; 
				else if(PL_en2[2]==1'b1)
					pos3 <= 2'b10;  
				else if (PL_en1[2]==1'b1)
					pos3 <= 2'b01; 
				else 
					pos3 <= pos3; 
				end 
			end  
		always @(posedge clk or posedge reset)
			begin
				if(reset) 
					pos4 <= 2'b00;
				else begin
					if(illegal_move==1'b1)
						pos4 <= pos4; 
					else if(PL_en2[3]==1'b1)
						pos4 <= 2'b10;  
					else if (PL_en1[3]==1'b1)
						pos4 <= 2'b01; 
					else 
						pos4 <= pos4; 
					end 
			end 
		endmodule 
module state_controller(
	input play1,play2, illegal_move, no_space, win,
	input [1:0] present_state,
	output reg [1:0] next_state
	);
	parameter IDLE=2'b00;
	parameter PLAYER1=2'b01;
	parameter PLAYER2=2'b10;
	parameter GAME_DONE=2'b11;
	always @(*) begin
		case(present_state)
			IDLE: begin
			if(no_space == 1 || win == 1 ) next_state <= GAME_DONE;
			else if (illegal_move == 1) next_state <= present_state;
			else if (play2 ==1 && play1 ==0) next_state <= PLAYER2;
			else if (play2 ==0 && play1 ==1) next_state <= PLAYER1;
			else next_state <= present_state;
			end	
			PLAYER1: begin
			if(no_space == 1 || win == 1 ) next_state <= GAME_DONE;
			else if (illegal_move == 1) next_state <= present_state;
			else if (play2 ==1 && play1 ==0) next_state <= PLAYER2;
			else if (play2 ==0 && play1 ==1) next_state <= PLAYER1;
			else next_state <= present_state;
			end	
			PLAYER2: begin
			if(no_space == 1 || win == 1 ) next_state <= GAME_DONE;
			else if (illegal_move == 1) next_state <= present_state;
			else if (play2 ==1 && play1 ==0) next_state <= PLAYER2;
			else if (play2 ==0 && play1 ==1) next_state <= PLAYER1;
			else next_state <= present_state;
			end	
			GAME_DONE: begin
			next_state <= present_state;
			end
		endcase
	end
	endmodule
module currentstate(clk, nextstate, presentstate, reset);
	input clk, reset;
	input [1:0] nextstate;
	output [1:0] presentstate;
	reg we;
	initial begin
	we =1;
	end
	reg1bit tow(we, presentstate[1], nextstate[1], clk, reset);
	reg1bit one(we, presentstate[0], nextstate[0], clk, reset);
	endmodule
module dflipflop(d, clk, reset, q );
	input clk, reset,d ;
	output q;
	reg q;
	initial begin q <=0;
	end
	always @(posedge clk or posedge reset)begin
		if(reset ==1'b1)
			q <= 0;
		else
			q = d;
	end
	endmodule
module reg1bit(writeEn, outbit, inbit, clk, reset);
	input writeEn, inbit, clk, reset;
	output outbit;
	wire in1, in2;
	and  and1(in1, writeEn, inbit);
	and and2(in2, ~writeEn, outbit);
	or  or1(d, in1, in2);
	dflipflop dff1(.d(d),.clk(clk),.reset(reset),.q(outbit));
	endmodule
module output_controller(
	input [1:0] present_state,	
     	output reg player_play2,  
     	player_play1  
	);
	parameter IDLE=2'b00;
	parameter PLAYER1=2'b01;
	parameter PLAYER2=2'b10;
	parameter GAME_DONE=2'b11;
	always @(present_state) begin
		case(present_state) 
			IDLE: begin
				player_play2 <= 0;
				player_play1 <= 0;
			end
			PLAYER1: begin
				player_play2 <= 0;
				player_play1 <= 1;
			end
			PLAYER2: begin
				player_play2 <= 1;
				player_play1 <= 0;
			end
			GAME_DONE: begin
				player_play2 <= 0;
				player_play1 <= 0;
			end
		endcase
	end
	endmodule
module nospace_detector(
   input [1:0] pos1,pos2,pos3,pos4,
   output wire no_space
    );
	wire temp1,temp2,temp3,temp4;
	assign temp1 = pos1[1] | pos1[0];
	assign temp2 = pos2[1] | pos2[0];
	assign temp3 = pos3[1] | pos3[0];
	assign temp4 = pos4[1] | pos4[0];
	assign no_space =(((temp1 & temp2) & temp3) & temp4);
	endmodule 
module illegal_move_detector(
	input [1:0] pos1,pos2,pos3,pos4, 
	input [3:0] PL_en2, PL_en1, 
	output wire illegal_move
	);
	wire temp1,temp2,temp3,temp4;
	wire temp11,temp12,temp13,temp14;
	wire temp21,temp22;
	assign temp1 = (pos1[1] | pos1[0]) & PL_en1[0];
	assign temp2 = (pos2[1] | pos2[0]) & PL_en1[1];
	assign temp3 = (pos3[1] | pos3[0]) & PL_en1[2];
	assign temp4 = (pos4[1] | pos4[0]) & PL_en1[3];
	assign temp11 = (pos1[1] | pos1[0]) & PL_en2[0];
	assign temp12 = (pos2[1] | pos2[0]) & PL_en2[1];
	assign temp13 = (pos3[1] | pos3[0]) & PL_en2[2];
	assign temp14 = (pos4[1] | pos4[0]) & PL_en2[3];
	assign temp21 =(((temp1 | temp2) | temp3) | temp4) ;
	assign temp22 =(((temp11 | temp12) | temp13) | temp14) ;
	assign illegal_move = temp21 | temp22 ;
	endmodule 
module winner_detector(input [1:0] pos1,pos2,pos3,pos4, output wire winner, output wire [1:0]who);
	wire win1,win2,win3,win4,win5,win6;
	wire [1:0] who1,who2,who3,who4,who5,who6;
	winner_detect_2 u1(pos1,pos2,win1,who1); 
	winner_detect_2 u2(pos3,pos4,win2,who2); 
	winner_detect_2 u3(pos1,pos3,win3,who3); 
	winner_detect_2 u4(pos2,pos4,win4,who4); 
	winner_detect_2 u5(pos1,pos4,win5,who5); 
	winner_detect_2 u6(pos3,pos2,win6,who6); 
	assign winner = (((((win1 | win2) | win3) | win4) | win5) | win6) ;
	assign who = (((((who1 | who2) | who3) | who4) | who5) | who6) ;
	endmodule
module winner_detect_2(input [1:0] pos0,pos1, output wire winner, output wire [1:0]who);
	wire [1:0] temp0;
	wire temp3;
	assign temp0[1] = !(pos0[1]^pos1[1]);
	assign temp0[0] = !(pos0[0]^pos1[0]);
	assign temp3 = pos0[1] | pos0[0];
	assign winner = temp3 & temp0[1] & temp0[0];
	assign who[1] = winner & pos0[1];
	assign who[0] = winner & pos0[0];
	endmodule
```

## run.sh

```bash
#!/bin/bash
# OpenROAD 26Q1-2900-gdf79404cd8, Yosys 0.63+post, stock flow scripts
make -C /OpenROAD-flow-scripts/flow DESIGN_CONFIG=/design/flow/config.mk WORK_HOME=/design/flow/orfs finish
```

==> out/metrics.yaml <==
fin_ws_ns: 0.805
yosysWarningCount: 7
peakVddDrop_mv: 0.153
fin_crit_sh_pct: 78.2
die-area_sq_um: 10200
warnings: 25
postPlaceCellArea_sq_um: 1240
ys.flops: 18
dieWidth_microns: 101
rsz0062_at_grt: "no"
gr-total-overflow: 0
yosysUniqueCellTypes: 34
drc: 0
drt_wl_total_mm: 2.38
fin_worst_skew_ns: 0.00130
wl_per_cell_microns: 12.4
worst_pin_slew_ns: 0.472
place_congestion: 0.786
top_area_share_pct: 23.7
area_delta_synth_final_pct: 22.4
ys_cells: 102
numClockSinks: 18
htreeDepth: 1
dp_worst_setup_slack_ns: 1.11
insertion_delay_ns: 0.25
die_height_microns: 101
dp_hpwl_mm: 1.78
required_ns: 2.96
grt_pass1_wl_mm: 4.15
yosys.stat.seqShare_pct: 38.9
clock_path_buffers: 2
cp_max_fo: 11
avgSynthCellArea_sq_um: 10.4
status: "finished, final reports clean"
antenna_found_initial: 0
cts_tree: "built"
coreArea_sq_um: 6350
post_cts_buffers: 0
fin_crit_ns: 2.89
start_kind: "flop"
path_clk_slew_ns: 0.07
powerDensity_nw_per_um2: 281
ctsHoldBuffers: 0
path_class: "flop to output port"
yosys_area_sq_um: 1060
hp-class: "flop to flop"
rows: 29
hold_viol: 0
drt_iter0_drc: 94
antenna_cells: 0
final-setup-viol-count: 0
antenna_left: 0
fin_util_pct: 20.4
via_per_inst: 4.04
post_cts_resized: 0
drive_gt1_share_pct: 12.3
io_buffers: 19
track_usage_pct: 4.90
via_count: 771
topCellsByArea: "dfrtp_1 (24%), dfxtp_1 (15%), xnor2_1 (6.6%)"
syn_inst: 102
top_area_cell: "dfrtp_1"
syn_area_sq_um: 1060
grt_pass1_vias: 754
power_leakage_nw: 0.482
slew_viol_final: 0
grt_max_degree: 14
slew_headroom_pct: 68.5
setup-tns-final_ns: 0
cts-buffers-inserted: 3
cp-end-kind: "output port"
cts-root-buf: "clkbuf_8"
worst_ep_arrival_time_ns: 2.15
final_area_sq_um: 1290
dr.pass1.iters: 4
fp_util_pct: 16.6
maxCapViolations: 0
io_pins: 20
max_freq_mhz: 345
==> worst paths after layout <==
check                                          start                        end  slack (ns)  depth (start not counted)
min reg2reg                                PL_en2[2]  position_reg_unit.pos3[0]        0.47                          1
max                        position_reg_unit.pos2[1]                     who[0]        0.81                          5
min                                        PL_en2[2]  position_reg_unit.pos3[0]        0.47                          1
min in group asynchronous                      reset  position_reg_unit.pos2[0]        0.78                          2
max reg2reg                position_reg_unit.pos4[0]              cs.one.dff1.q        2.00                          4
max in group asynchronous                      reset              cs.one.dff1.q        2.64                          2
==> Yosys cell counts, drive strengths merged <==
library cell  number
o2111ai            2
o32ai              1
a221o              2
nor2b              2
o21ai              2
buf               11
o211ai             2
a22o               2
nand3              1
nor3b              2
and4               1
and4b              1
xnor2              8
xor2               1
a32oi              1
nand2b             2
a22oi              1
a31oi              2
a21oi              6
inv                6
and3               1
nand2              6
o221ai             1
dfxtp              8
a31o               1
dfrtp             10
o22ai              6
a41oi              1
and2              10
a21o               2
==> layout make-up <==
cell class | count | area (sq um)
Fill cell | 671 | 5060
Multi-Input combinational cell | 67 | 518
Sequential cell | 18 | 410
Timing Repair Buffer | 19 | 190
Tap cell | 77 | 96.3
Clock buffer | 4 | 55.1
Inverter | 6 | 22.5
==> registers in the layout, indices dropped and copies added, names as in the netlist <==
signal / count
PL_en1: 4
PL_en2: 4
cs.one.dff1.q: 1
cs.tow.dff1.q: 1
position_reg_unit.pos1: 2
position_reg_unit.pos2: 2
position_reg_unit.pos3: 2
position_reg_unit.pos4: 2
==> where the power goes <==
part,internal [mW],switching [mW],leakage (nW)
sequential,0.195,0,0.194
clock,0.0944,0.0625,0.0288
combinational,0.00699,0.00414,0.260
total,0.297,0.0666,0.482
==> stage by stage <==
stage | power [mW] | instances | hold slack [ns]
2_1_floorplan | 0.202 | 102 | 0.431
3_3_place_gp | 0.211 | 187 | 0.462
3_5_place_dp | 0.211 | 187 | 0.455
4_1_cts | 0.368 | 191 | 0.466
5_1_grt | 0.377 | 191 | 0.499
6_report | 0.363 | 191 | 0.466
==> logic make-up (layout without fill, tap and decap cells) <==
family	after synthesis	count (layout)	synth area share, %
buffers and inverters	17	29	12.1
AND-OR/OR-AND	32	32	26.7
flip-flops	18	18	38.9
XOR/XNOR	9	9	7.46
AND/OR/NAND/NOR	26	26	14.9
==> metal layers <==
layer  up-vias  global-route usage, %  part of all wire [%]
met5         -                      0                     0
met4         0                  0.750                  0.72
met3         2                   1.52                   7.1
met2        15                   7.27                    46
met1       365                   6.97                    46
li1        389                      -                     -
==> placed cells by master, fill, tap and decap left out, drive strengths merged, types with 4 or more instances in the layout <==
cell,n
clkdlybuf4s50,19
nand2,6
xnor2,8
inv,6
clkbuf,4
a21oi,6
o22ai,6
dfrtp,10
and2,10
dfxtp,8
==> worst max-delay path, cell delays in order, from the launching register on <==
cell,delay [ns]
dfrtp_1,0.64
xnor2_1,0.14
a22o_1,0.24
a32oi_1,0.33
nand2_1,0.13
clkdlybuf4s50_1,0.43
No activity file was given, so power comes from the tool's default toggle rates.
